[config.mk]
export PLATFORM = sky130hd
export DESIGN_NAME = fsm
export DESIGN_NICKNAME = fsm
export VERILOG_FILES = /design/flow/design.v
export SDC_FILE = /design/flow/constraint.sdc
export NUM_CORES = 4
export LEC_CHECK = 1
export CORE_AREA = 10 10 70 70
export DIE_AREA = 0 0 80 80
[constraint.sdc]
current_design fsm

set clk_period 1.0
set clk_io_pct 0.2

create_clock -name clk0 -period $clk_period [get_ports {clk}]

set non_clock_inputs [all_inputs -no_clocks]
set_input_delay [expr $clk_period * $clk_io_pct] -clock clk0 $non_clock_inputs
set_output_delay [expr $clk_period * $clk_io_pct] -clock clk0 [all_outputs]
[design.v]
`timescale 1 ns / 1 ps
module fsm(
    input wire pause,
    input wire restart,
    input wire clk,
    output reg odd,
    output reg even,
    output reg terminal
    );
    localparam [1:0] FIRST  = 2'b11;
    localparam [1:0] SECOND = 2'b10;
    localparam [1:0] THIRD  = 2'b01;
    reg [1:0] state = FIRST;
    always @(posedge clk)
    begin
        case(state)
            FIRST:  if (restart || pause) state <= FIRST;
                    else state <= SECOND;
            SECOND: if (restart) state <= FIRST;
                    else if (pause) state <= SECOND;
                    else state <= THIRD;
            THIRD:  if (!restart && pause) state <= THIRD;
                    else state <= FIRST;
            default: state <= FIRST;
        endcase
    end
    always @*
    begin
        odd = (state == FIRST) || (state == THIRD);
        even = (state == SECOND);
        terminal = (state == THIRD) && (restart || !pause);
    end
endmodule
[run.sh]
#!/bin/bash
# OpenROAD 26Q1-2900-gdf79404cd8, Yosys 0.63+post, stock flow scripts
make -C /OpenROAD-flow-scripts/flow DESIGN_CONFIG=/design/flow/config.mk WORK_HOME=/design/flow/orfs finish
==> run summary <==
yosys + openroad results -> hold buffer count at CTS=0, Reg clk slew, reported paths=0.03 ns, Final min period=1.11 ns, Synth cell types=10, period utilization=111%, via count=132, htree depth=1, Largest register FFs=2, largest registers=state (2), Post-Synthesis Cells=11, Post-DRT Antenna Nets=0, Sw Pwr=0.0000836 W, initial antenna violation count=0, Synth top area share=42.1%, Setup Skew=0.000286 ns, area delta synth->final=207%, Die H=80 microns, Avg Inst Size Synth=8.64 sq um, Slew Limit Fails=0, PwrDens=1260 nW/um^2, Comb power frac=26.0%, Sw Ratio=22.7%, iteration tally of the first detailed-router pass=3, Final Hold Violation Tally=0, VDD IR-drop max=181 uV, core area=3420 sq um, Tool Warnings=27, Worst EP arrival=0.91 ns, final wirelength=397 microns, num ports=6, Leakage Power=0.122 nW, Root Buffer=clkbuf_4, ys cells=11, Seq pwr share=25.3%, Yosys warnings=1, met3 Use GR=1.36%, share of cells above drive strength 1=72.0%, Core Util, Final=8.53%, Post-synth seq share=42.1%, relative slew slack=86.5%, worst skew pair latency=0.22 ns, CTS tree=built, gr usage total=1.29%, Clock Power Share=48.6%, fp_density=2.78%, largest area contributor in the netlist=dfxtp_1, Clock Tree Buf Depth=2, met1 Usage GRT=1.19%, YS chip area=95.1 sq um, row count=21, critical-path maximum fanout=3, Worst-Margin Slew=0.202 ns, Hold Path Class=input port to register, setup tns final=-0.302 ns, WHS=0.482 ns, Avg WL per Cell=5.59 microns, clock sinks=2, Setup crit start kind=register, final estimated routing congestion in global placement=0.733, ys flops=2, remaining routing DRC violations=0, First DRT Iteration DRCs=2, required time worst endpoint=0.80 ns, P_int=0.000284 W, first-pass GRT wire length=607 microns, # setup viols final=4, largest net degree at the start of global routing=4, synth top area cells=dfxtp_1 (42%), nor4b_1 (9.2%), xnor2_1 (9.2%), nor3b_1 (7.9%), a31oi_1 (6.6%), vias in the first global route=150, total of max-cap violations=0, Biggest register=state, die area=6400 sq um, outcome=complete, but fails checks, crit path capture type=output port, RSZ-0062 raised after global routing=yes, grt total ovfl=0, port bufs=5, Antenna diodes=0, Num CTS Buffers=3, GR Util met2=1.69%, die width=80 microns, Syn Std Cell Area=95.1 sq um, failing checks=setup timing, Via density=1.86, FMAX=0.903 GHz, final setup margin=-0.107 ns, Crit Path Class=register to output port, busiest metal layer after global routing=met2
==> final timing paths <==
path	from	end	slack [ns]	cells after the start
max	state[0]	even	-0.11	4
min	restart	state[1]	0.48	3
max reg2reg	state[0]	state[1]	-0.06	5
min reg2reg	state[1]	state[1]	0.64	2
==> cells in the final DEF (no fill, tap or decap) <==
master         count
buf_4              5
buf_6              2
or3_1              1
nor2b_4            1
nor3b_2            1
xnor2_1            1
nor4b_2            1
dfxtp_1            1
dlygate4sd2_1      2
inv_1              1
clkbuf_4           3
a31oi_1            1
dfxtp_2            1
buf_2              3
nor2_4             1
==> metrics by stage <==
stage	instance area (sq um)	power (W)	worst slack, ns	instances
finish	292	0.000368	-0.107	71
global route	292	0.000398	-0.151	71
CTS	287	0.000378	-0.148	71
detailed placement	236	0.000170	-0.655	66
global placement	236	0.000168	-0.637	66
floorplan	95.1	0.000113	0.145	11
==> cell families after synthesis <==
| logic type | count (synthesis) | share of synthesized area (%) |
|---|---|---|
| XOR/XNOR | 1 | 9.21 |
| AND/OR/NAND/NOR | 5 | 34.2 |
| buffers and inverters | 2 | 7.89 |
| AND-OR/OR-AND | 1 | 6.58 |
| flip-flops | 2 | 42.1 |
==> power groups by stage <==
stage	clock, W	combinational, W	sequential (W)
4_1_cts	0.000190	0.0000939	0.0000932
5_1_grt	0.000199	0.000105	0.0000938
6_report	0.000179	0.0000959	0.0000932
==> worst max-delay path: stages, from the launching register on <==
cell and delay, ns:
dfxtp_2 0.31, buf_6 0.11, buf_6 0.11, nor2_4 0.06, buf_2 0.09
==> cells in the mapped netlist <==
library cell / number
xnor2_1: 1
nor2b_1: 1
clkbuf_1: 1
nor3b_1: 1
or3_1: 1
nor2_1: 1
dfxtp_1: 2
inv_1: 1
nor4b_1: 1
a31oi_1: 1
==> timing repair <==
item / CTS / global route
resized: 19 / 1
setup endpoints to repair: 4 / 4
buffers inserted: 2 / 0
pin swaps: 4 / 2
==> final cells by class <==
cell class,count,area (sq um)
Multi-Input combinational cell,7,73.8
Timing Repair Buffer,12,92.6
Fill cell,408,3120
Clock buffer,3,22.5
Sequential cell,2,41.3
Tap cell,46,57.6
Inverter,1,3.75
==> layer usage <==
layer | vias up | wire length, microns
met5 | - | 0
met4 | 0 | 13
met3 | 2 | 48
met2 | 4 | 170
met1 | 61 | 165
li1 | 65 | -
No activity file was given, so power comes from the tool's default toggle rates.
