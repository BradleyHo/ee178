## ./design.v

```verilog
module disp_mux(
	   input wire clk, reset,
	   input [3:0] in0, in1, in2, in3,
	   output reg [3:0] an,
	   output reg [6:0] sseg,
	   output wire dp
	   );
    assign dp = 1'b1;  
	localparam N = 18;
	reg [N-1:0] regN = 0;
	always@(posedge clk)
	begin
		regN = regN + 1;
	end
	always@ *
	begin
        case(regN[N-1:N-2]) 
            2'b00: begin
                case(in0)
                    4'h0: sseg[6:0] = 7'b0000001;
                    4'h1: sseg[6:0] = 7'b1001111;
                    4'h2: sseg[6:0] = 7'b0010010;
                    4'h3: sseg[6:0] = 7'b0000110;
                    4'h4: sseg[6:0] = 7'b1001100;
                    4'h5: sseg[6:0] = 7'b0100100;
                    4'h6: sseg[6:0] = 7'b0100000;
                    4'h7: sseg[6:0] = 7'b0001111;
                    4'h8: sseg[6:0] = 7'b0000000;
                    4'h9: sseg[6:0] = 7'b0000100;
                    4'ha: sseg[6:0] = 7'b0001000;
                    4'hb: sseg[6:0] = 7'b1100000;
                    4'hc: sseg[6:0] = 7'b0110001;
                    4'hd: sseg[6:0] = 7'b1000010;
                    4'he: sseg[6:0] = 7'b0110000;
                    default: sseg[6:0] = 7'b0111000;   
                endcase
            end
			2'b01: begin
                case(in1)
                    4'h0: sseg[6:0] = 7'b0000001;
                    4'h1: sseg[6:0] = 7'b1001111;
                    4'h2: sseg[6:0] = 7'b0010010;
                    4'h3: sseg[6:0] = 7'b0000110;
                    4'h4: sseg[6:0] = 7'b1001100;
                    4'h5: sseg[6:0] = 7'b0100100;
                    4'h6: sseg[6:0] = 7'b0100000;
                    4'h7: sseg[6:0] = 7'b0001111;
                    4'h8: sseg[6:0] = 7'b0000000;
                    4'h9: sseg[6:0] = 7'b0000100;
                    4'ha: sseg[6:0] = 7'b0001000;
                    4'hb: sseg[6:0] = 7'b1100000;
                    4'hc: sseg[6:0] = 7'b0110001;
                    4'hd: sseg[6:0] = 7'b1000010;
                    4'he: sseg[6:0] = 7'b0110000;
                    default: sseg[6:0] = 7'b0111000;   
                endcase
            end
            2'b10: begin
                case(in2)
                    4'h0: sseg[6:0] = 7'b0000001;
                    4'h1: sseg[6:0] = 7'b1001111;
                    4'h2: sseg[6:0] = 7'b0010010;
                    4'h3: sseg[6:0] = 7'b0000110;
                    4'h4: sseg[6:0] = 7'b1001100;
                    4'h5: sseg[6:0] = 7'b0100100;
                    4'h6: sseg[6:0] = 7'b0100000;
                    4'h7: sseg[6:0] = 7'b0001111;
                    4'h8: sseg[6:0] = 7'b0000000;
                    4'h9: sseg[6:0] = 7'b0000100;
                    4'ha: sseg[6:0] = 7'b0001000;
                    4'hb: sseg[6:0] = 7'b1100000;
                    4'hc: sseg[6:0] = 7'b0110001;
                    4'hd: sseg[6:0] = 7'b1000010;
                    4'he: sseg[6:0] = 7'b0110000;
                    default: sseg[6:0] = 7'b0111000;   
                endcase
            end
            2'b11: begin
                case(in3)
                    4'h0: sseg[6:0] = 7'b0000001;
                    4'h1: sseg[6:0] = 7'b1001111;
                    4'h2: sseg[6:0] = 7'b0010010;
                    4'h3: sseg[6:0] = 7'b0000110;
                    4'h4: sseg[6:0] = 7'b1001100;
                    4'h5: sseg[6:0] = 7'b0100100;
                    4'h6: sseg[6:0] = 7'b0100000;
                    4'h7: sseg[6:0] = 7'b0001111;
                    4'h8: sseg[6:0] = 7'b0000000;
                    4'h9: sseg[6:0] = 7'b0000100;
                    4'ha: sseg[6:0] = 7'b0001000;
                    4'hb: sseg[6:0] = 7'b1100000;
                    4'hc: sseg[6:0] = 7'b0110001;
                    4'hd: sseg[6:0] = 7'b1000010;
                    4'he: sseg[6:0] = 7'b0110000;
                    default: sseg[6:0] = 7'b0111000;   
                endcase
            end
        endcase
    end
	always@ *
	begin
        case(regN[N-1:N-2])
            2'b00: begin
                an = 4'b1110;
            end
            2'b01: begin
                an = 4'b1101;
            end
            2'b10: begin
                an = 4'b1011;
            end
            2'b11: begin
                an = 4'b0111;
            end
            default: an = 4'b1111;
        endcase
    end
endmodule
```

## ./run.sh

```bash
#!/bin/bash
# OpenROAD 26Q1-2900-gdf79404cd8, Yosys 0.63+post, stock flow scripts
make -C /OpenROAD-flow-scripts/flow DESIGN_CONFIG=/design/flow/config.mk WORK_HOME=/design/flow/orfs finish
```

## ./config.mk

```make
export PLATFORM = sky130hd
export DESIGN_NAME = disp_mux
export DESIGN_NICKNAME = disp_mux
export VERILOG_FILES = /design/flow/design.v
export SDC_FILE = /design/flow/constraint.sdc
export NUM_CORES = 4
export LEC_CHECK = 1
export CORE_AREA = 10 10 111 111
export DIE_AREA = 0 0 121 121
```

## ./constraint.sdc

```tcl
current_design disp_mux

set clk_period 3.2
set clk_io_pct 0.2

create_clock -name clk0 -period $clk_period [get_ports {clk}]

set non_clock_inputs [all_inputs -no_clocks]
set_input_delay [expr $clk_period * $clk_io_pct] -clock clk0 $non_clock_inputs
set_output_delay [expr $clk_period * $clk_io_pct] -clock clk0 [all_outputs]
```

==> results.txt <==
yosys + openroad results -> outcome=completed, DIE WIDTH=121 um, CTS Buffer Depth=2, Avg Inst Size Synth=8.66 um^2, Hold Vio Cnt, Final=0, htree depth=1, Post-Layout Cell Count=415, clock sink total=18, Crit. End Element=output port, sequential area share after synthesis=0.191, post-placement cell count=411, overall power=0.596 mW, Detailed Route WL=4240 um, initial antenna violation count=0, max reg flops=18, Avg WL per Cell=10.2 um, I/O Pins=30, fin. max-slew vios=0, Rows=36, P_leak=1.23 nW, Yosys chip area=0.00189 mm^2, number of enable flip-flop cells=0, Post-DP Area=0.00260 mm^2, vias in the first global route=1643, core area=0.00986 mm^2, CP Max Fanout=6, Finished Core Util=0.274, worst path arrival time=2500 ps, # Max-Cap Violations=0, cycle use final=0.980, Hold Crit Class=reg -> reg, most common cell in the netlist=ha_1, Clock Tree Root=clkbuf_8, Synth Cell Area=0.00189 mm^2, fillers=1021, main flop type after synthesis=dfxtp_1, input/output buffers=27, clk latency late pin=250 ps, Worst Path Class, Setup=in -> out, Synth warnings=1, FP Core Util=0.191, top cells by count=ha_1, dfxtp_1, inv_1, nand2_1, nor2_1, ant diodes=0, Synth area leader=dfxtp_1, Dominant cell area share=0.191, CTS tree=yes, min Tclk post-route=3140 ps, Total GRT Usage=0.0567, Synth Instances=218, post-route cell area=0.00270 mm^2, DIE AREA=0.0146 mm^2, Cell area leaders=dfxtp_1, ha_1, mux2i_1, mux4_2, xnor2_1, Hold Crit Depth=1, Yosys reg bits=18, Synth cell types=46, RSZ-0062 raised after global routing=yes, hold_buf cts=0, drt via density=4.07, final clock skew=1.92 ps, Clock Pin Slew Worst Setup and Hold Paths=60 ps, Final setup viols=0, drc violations=0, OpenROAD warning count=51, Pwr per Cell Area=221 mW/mm^2, DP HPWL=3590 um, Layout area overhead=43.1%, Vias=1687, first-pass GRT wire length=7120 um, CP required=2560 ps, gp weighted congestion=0.868, First-pass DRT Iterations=4, Post-synth ARST share=0, gr ovfl total=0, Final ANT Viol Nets=0, DR iter-0 viols=92, startpoint class of the critical path=primary input, Fmax=319 MHz, share of cells above drive strength 1=0.277, ys cells=218, Die Y=121 um, peak supply drop=271 uV, total CTS buffers=3, FF-to-FF path depth=4, largest net degree at the start of global routing=15
[routing by layer]
layer  global-route usage  up-vias  part of all wire
met1               0.0715      758              0.47
met5                    0        -                 0
li1                     -      895                 -
met4              0.00226        0            0.0028
met3               0.0142        2             0.071
met2                0.100       32              0.46
[logic make-up after synthesis]
| kind of cell | count (synthesis) | synth area share |
|---|---|---|
| compound gates | 43 | 0.151 |
| xor+xnor | 16 | 0.0743 |
| fa+ha+maj | 28 | 0.186 |
| buf+inv | 29 | 0.0703 |
| flops | 18 | 0.191 |
| mux | 21 | 0.160 |
| other cells | 1 | 0.00199 |
| simple gates | 62 | 0.165 |
[worst paths after layout]
kind	startpoint	to	slack [ps]
setup / recovery	in0[3]	sseg[3]	60
hold / removal	regN[0]$_DFF_P_	regN[0]$_DFF_P_	410
setup reg to reg	regN[2]$_DFF_P_	regN[17]$_DFF_P_	1770
hold reg to reg	regN[0]$_DFF_P_	regN[0]$_DFF_P_	410
[per-stage QoR]
| step | setup TNS (ps) | hold slack [ps] | setup slack, ps |
|---|---|---|---|
| after floorplan | 0 | 370 | 821 |
| after global placement | -1170 | 381 | -225 |
| after detailed placement | -1310 | 387 | -247 |
| after CTS | -103 | 402 | -84.2 |
| after global routing | -30.7 | 406 | -19.6 |
| final | 0 | 408 | 63.2 |
[final cells by class]
cell class | count | area (um^2) | area share
multi-input combinational | 171 | 1450 | 0.535
timing repair buffer | 73 | 613 | 0.227
sequential | 18 | 360 | 0.133
tap | 133 | 166 | 0.0616
inverter | 16 | 60.1 | 0.0222
clock buffer | 4 | 55.1 | 0.0204
[repair_timing]
item                                    in CTS  in global routing
endpoints found under the setup margin       7                  7
gates resized                               17                 24
hold endpoints to repair                     0                  0
buffers inserted                             0                  0
pin swaps                                    3                  3
cloned                                       0                  0
[worst max-delay path: stages]
cell	delay, ps
clkdlybuf4s50_1	540
inv_2	150
mux4_1	570
o22ai_1	140
nor2_1	50
clkdlybuf4s50_1	410
[placed cells by master (no fill, tap or decap), drive strengths merged, types with 3 or more instances in the layout]
| cell type | n |
|---|---|
| nand3 | 9 |
| nor2 | 13 |
| mux2i | 10 |
| clkdlybuf4s50 | 13 |
| a21oi | 8 |
| dfxtp | 18 |
| nand2b | 8 |
| ha | 28 |
| a311oi | 3 |
| inv | 16 |
| dlygate4sd2 | 6 |
| mux2 | 5 |
| o21ai | 9 |
| nor3 | 3 |
| xnor2 | 10 |
| buf | 46 |
| xor2 | 6 |
| nand2 | 16 |
| o22ai | 3 |
| clkdlybuf4s15 | 3 |
| clkbuf | 5 |
| o31ai | 5 |
| dlymetal6s2s | 4 |
| a31oi | 3 |
| mux4 | 6 |
[power by group]
part,internal [mW],switching [mW],total [mW]
logic,0.110,0.0833,0.193
clock network,0.109,0.0700,0.179
registers,0.224,0,0.224
Power is estimated from default activity; no workload was simulated.
