File: ./design.v
`timescale 1 ns / 1 ps 
module piano(
    input wire clk,
    input wire hush,
    input wire [3:0] note,
    output wire speaker
    );
    localparam N = 17;
    reg [N-1:0] counter;
    reg [N-1:0] val;
    reg clkout;
    initial
    begin
        counter = 17'b00000000000000000;
        clkout = 1'b0;
    end
    always @ (posedge clk)  
    begin 
        case(note)
            4'h0: val = 17'b11011101111100011;  
            4'h1: val = 17'b11010001011110100;  
            4'h2: val = 17'b11000101101110101;  
            4'h3: val = 17'b10111010101000011;  
            4'h4: val = 17'b10110000001010000;  
            4'h5: val = 17'b10100110010001010;  
            4'h6: val = 17'b10011100111100000;  
            4'h7: val = 17'b10010100001000010;  
            4'h8: val = 17'b10001011110100001;  
            4'h9: val = 17'b10000011111110000;  
            4'ha: val = 17'b01111100100011111;  
            4'hb: val = 17'b01110101100100100;  
            4'hc: val = 17'b01101110111110001;  
            4'hd: val = 17'b01101000101111100;  
            4'he: val = 17'b01100010110111010;  
            4'hf: val = 17'b01011101010100001;  
        endcase
    end
    always @ (posedge clk)  
    begin
        counter = counter + 1;
        if((counter == val) && (!hush)) 
        begin
            clkout = ~clkout;
            counter = 0;
        end
    end
    assign speaker = clkout;
endmodule
File: ./config.mk
export PLATFORM = sky130hd
export DESIGN_NAME = piano
export DESIGN_NICKNAME = piano
export VERILOG_FILES = /design/flow/design.v
export SDC_FILE = /design/flow/constraint.sdc
export NUM_CORES = 4
export LEC_CHECK = 1
export CORE_UTILIZATION = 30
File: ./constraint.sdc
current_design piano

set clk_period 3.6
set clk_io_pct 0.2

create_clock -name clk0 -period $clk_period [get_ports {clk}]

set non_clock_inputs [all_inputs -no_clocks]
set_input_delay [expr $clk_period * $clk_io_pct] -clock clk0 $non_clock_inputs
set_output_delay [expr $clk_period * $clk_io_pct] -clock clk0 [all_outputs]
File: ./run.sh
#!/bin/bash
# OpenROAD 26Q1-2900-gdf79404cd8, Yosys 0.63+post, stock flow scripts
make -C /OpenROAD-flow-scripts/flow DESIGN_CONFIG=/design/flow/config.mk WORK_HOME=/design/flow/orfs finish
==> qor.log <==
[status] run status finished, final reports clean
[logic_synthesis] Basic Gates by Area 17.8%
[power] net load switching power 0.000223 W
[placement] final weighted congestion of routability-driven global placement 0.891
[drt] final antenna diode count 0
[cts] Resized Gates After CTS 0
[drt] post-detailed-route via-to-cell ratio 4.99
[placement] number of buffers added on ports 6
[logic_synthesis] mux share of post-synthesis cell area 2.40%
[setup_path] Crit. End Element flop
[cts] CTS tree built
[drt] Routed wire per std cell 13.5 um
[logic_synthesis] synthesized area 2080 um2
[final_layout] fill cell count 700
[setup_path] kind of critical path reg2reg
[floorplanning] number of placement rows 30
[cts] H-tree levels 2
[flow_run] max-cap check violation count 0
[flow_run] Log Warnings 32
[logic_synthesis] cells after synthesis 234
[sta] Max-slew headroom 55.8%
[power] Cell Pwr Density 363 nW/um2
[setup_path] CP max FO 10
[drt] number of vias in the routed layout 1,566
[logic_synthesis] synthesis-stage register bit count 35
[final_layout] post-route cell area 2270 um2
[logic_synthesis] yosys stat chip area 2080 um2
[sta] accumulated negative setup slack 0 ns
[setup_path] startpoint type of the worst setup path flop
[logic_synthesis] adder share 5.41%
[cts] number of buffers inserted by hold repair at cts 0
[cts] total clock buffers created by CTS 5
[cts] post-CTS setup repair buffer count 0
[logic_synthesis] number of standard cells reported by yosys 234
[sta] time the worst path needs with I/O delays and setup 3.13 ns
[sta] worst slew pin tran 0.661 ns
[cts] Clock Sinks 35
[cts] insertion delay at the late pin of the worst-skew pair 0.29 ns
[global_route] antenna violations before repair 0
[power] share of power burned in combinational logic 13.5%
[logic_synthesis] proportion of netlist area held by the largest area contributor 32.7%
[power] fraction of power spent switching nets 27.1%
[placement] post-detailed-placement half-perimeter wirelength 3110 um
[logic_synthesis] aoi share 19.4%
[drt] wirelength, routed 4240 um
[logic_synthesis] tally of unique sky130hd cells used after synthesis 48
[global_route] Remaining Overflow, GRT 0
[sta] f_max 319 MHz
[cts] clock buffer depth 2
[placement] post-placement cell area 2180 um2
[power] leakage power summed over all cells 0.822 nW
[logic_synthesis] mean area per synthesized cell 8.90 um2
[cts] clock transition at the registers of the reported paths 0.07 ns
[logic_synthesis] top area cells in the synthesized netlist dfxtp_1 33%, xnor2_1 8.0%, a21oi_1 6.2%
[logic_synthesis] XOR/XNOR share of the synthesized area 14.8%
[final_layout] share of post-route cells with drive strength above 1 7.69%
[power] worst-case vdd ir drop 0.121 mV
[drt] iteration tally of the first detailed-router pass 15
[drt] DRT iter0 DRCs 120
[logic_synthesis] prevailing logic family in the synthesized netlist AND-OR/OR-AND gates
[logic_synthesis] Synthesis Warnings 1
[sta] final slew viol count 0
[power] design internal power 0.000600 W
[setup_path] worst setup slack for register-to-register paths 0.47 ns
[setup_path] critical path arrival 3.14 ns
[global_route] global-route total usage across every layer 12.4%
[drt] drc violations 0
[drt] number of nets with antenna violations after routing 0
[floorplanning] width of the chip 85.3 um
[power] portion of total power attributed to sequential cells 52.7%
[global_route] global-route wire length before repair 7180 um
[floorplanning] initial cell density of the core 30.8%
[floorplanning] Chip Area 7280 um2
[floorplanning] Vert. Die Dim 85.3 um
[min_path] Min-Delay Path Class reg2reg
[global_route] vias in the first global route 1,422
[final_layout] post-synthesis to final-layout area growth 8.77%
[logic_synthesis] largest area contributor in the synthesized netlist dfxtp_1
[sta] number of failing hold endpoints at the final stage 0
[global_route] largest net degree at the start of global routing 22
[floorplanning] core area 6760 um2
[floorplanning] I/O pin cnt 7
[sta] unrepaired setup endpoints after global routing no
[cts] clock tree root buffer cell clkbuf_8
[power] share of power burned in the clock network 33.8%
[setup_path] required time of the critical path 3.61 ns
[sta] number of failing setup endpoints in the final timing report 0
[sta] part of the cycle the worst path needs 86.9%
[logic_synthesis] portion of the post-synthesis area used by sequential elements 34.1%
[sta] skew final 0.00609 ns
-- placed cells by master, fill, tap and decap left out, drive strengths merged, types with 6 or more instances in the layout --
master and count:
nor3 6, clkdlybuf4s50 6, xor2 11, nor2 11
xnor2 19, nand3 9, o21ai 13, nand2 12
a21oi 26, ha 9, dfxtp 34, inv 8
-- cell type report --
class | instances | area (um2) | share of cell area, %
clock inverters | 3 | 20.0 | 0.883
flip-flops and latches | 35 | 711 | 31.4
inverters | 8 | 30.0 | 1.33
repair buffers | 10 | 90.1 | 3.98
clock buffers | 5 | 68.8 | 3.04
multi-input cells | 173 | 1250 | 55.0
well taps | 80 | 100 | 4.42
-- synth_stat cells, drive strengths merged --
library cell,instances
nor4b,1
o2bb2a,1
and4,1
nor2b,2
nor2,11
and2,1
xnor3,2
o22ai,2
o31ai,3
a21oi,26
o311ai,1
o221ai,1
nand3,9
o2111ai,1
o21ai,13
and3,4
inv,8
mux2i,5
o2111a,1
nand4,5
buf,7
nand2,12
dfxtp,34
o31a,2
nor3b,2
nand2b,3
a31oi,4
clkbuf,11
nor3,6
o21a,1
or4,1
or3,2
xnor2,19
o211ai,2
nor4,5
a2111oi,1
ha,9
edfxtp,1
o22a,1
xor2,11
a21boi,2
-- worst max-delay path, stage by stage (launching register included) --
cell       delay (ns)
dfxtp_1          0.56
ha_1             0.32
nand4_1          0.34
nor3_2           0.41
o221ai_1         0.25
a2111oi_4        0.37
and4_1           0.42
and2_1           0.18
-- state kept, by name, indices dropped and copies added (netlist names) --
register  flops
clkout        1
counter      17
val          17
-- per-layer routing --
layer	vias up	share of wire [%]	global-route usage, %
met5	-	0	0
met2	21	43	17.6
met4	0	0.66	1.52
li1	828	-	-
met1	713	54	21.0
met3	4	2.6	1.58
-- final timing paths --
kind                          from                to  cells past startpoint
min               clkout$_DFFE_PP_  clkout$_DFFE_PP_                      1
max reg2reg  counter[0]$_SDFF_PP0_  clkout$_DFFE_PP_                      7
max          counter[0]$_SDFF_PP0_  clkout$_DFFE_PP_                      7
min reg2reg       clkout$_DFFE_PP_  clkout$_DFFE_PP_                      1
-- power by group through the flow --
stage / Sequential, W / Clock [W] / Combinational (W)
final: 0.000433 / 0.000278 / 0.000111
after global routing: 0.000437 / 0.000302 / 0.000125
after CTS: 0.000433 / 0.000285 / 0.000111
-- through the flow --
stage	setup slack [ns]	hold WS, ns	total power (W)	utilization [%]	instances
3_5_place_dp	0.474	0.541	0.000553	32.2	306
4_1_cts	0.465	0.555	0.000830	33.5	314
3_3_place_gp	0.485	0.541	0.000553	32.2	306
2_1_floorplan	1.12	0.487	0.000522	-	234
5_1_grt	0.256	0.589	0.000864	33.5	314
6_report	0.470	0.547	0.000823	33.5	314
-- cell families (layout without fill, tap and decap cells) --
kind of cell    count (synthesis)  count (layout)
simple gates                   65              65
compound gates                 62              62
flops                          35              35
xor+xnor                       32              32
buf+inv                        26              26
fa+ha+maj                       9               9
mux                             5               5
Power is estimated from default activity; no workload was simulated.
